**flow/design.v**
```verilog
`timescale 1ns / 1ps
module top
    (
    input  [15:0] A,
    input  [15:0] B,
    input  C_IN,
    input  [ 1:0] FUNC,
    output [15:0] OUT,
    output C_OUT
    );
    wire [16:0] raw_sum;
    wire [15:0] not_x;
    assign not_a = ~A;
    assign raw_sum = B + not_a + C_IN ;
    assign C_OUT = (FUNC == 2'b00) ? raw_sum[16] : 0;
    assign OUT   = (FUNC == 2'b00) ? ~raw_sum : 
                   (FUNC == 2'b01) ? A ^ B :
                   (FUNC == 2'b10) ? A : B ;
endmodule
```
**flow/run.sh**
```bash
#!/bin/bash
# OpenROAD 26Q1-2900-gdf79404cd8, Yosys 0.63+post, stock flow scripts
make -C /OpenROAD-flow-scripts/flow DESIGN_CONFIG=/design/flow/config.mk WORK_HOME=/design/flow/orfs finish
```
**flow/config.mk**
```make
export PLATFORM = sky130hd
export DESIGN_NAME = top
export DESIGN_NICKNAME = top
export VERILOG_FILES = /design/flow/design.v
export SDC_FILE = /design/flow/constraint.sdc
export NUM_CORES = 4
export LEC_CHECK = 1
export CORE_AREA = 10 10 80 80
export DIE_AREA = 0 0 90 90
```
**flow/constraint.sdc**
```tcl
current_design top

set clk_period 3.7
set clk_io_pct 0.2

create_clock -name clk0 -period $clk_period

set non_clock_inputs [all_inputs -no_clocks]
set_input_delay [expr $clk_period * $clk_io_pct] -clock clk0 $non_clock_inputs
set_output_delay [expr $clk_period * $clk_io_pct] -clock clk0 [all_outputs]
```
==> flow_summary.json <==
{
  "status": "finished, final reports clean",
  "timing.critical_path.buf_inv": 4,
  "fillers": 504,
  "fmax_ghz": 0.277,
  "vias": 1290,
  "io_pins": 52,
  "wirelength_um": 3620,
  "yosysChipArea_um2": 973,
  "topCellsByArea": "mux2i_1 11%, a21oi_1 9.8%, nand2_1 8.1%",
  "diodes": 0,
  "syn_area_um2": 973,
  "grt_max_degree": 46,
  "die_h_um": 90,
  "ir_worst_vdd_uv": 42.5,
  "synthesis.instances": 157,
  "dieArea_um2": 8100,
  "tightest_slew_ps": 325,
  "ys_seq_frac": 0,
  "warning_count": 33,
  "fin_util": 0.358,
  "ff_latch_area_um2": 0,
  "grt_pass1_wl_um": 5780,
  "vias_per_cell": 4.61,
  "cp.arrival_ps": 2870,
  "dp_cells": 280,
  "drv_cap": 0,
  "drc": 0,
  "grt_pass1_vias": 1173,
  "start_kind": "input port",
  "stdcell_count": 280,
  "hold_path_class": "in2out",
  "drv_slew": 0,
  "cp_common_cell": "clkdlybuf4s50_1",
  "rsz0062_at_grt": "yes",
  "required_ps": 2960,
  "cp_slowest_stage_delay_ps": 500,
  "grt-ovfl-total": 0,
  "ys_types": 37,
  "critPathTopFamily": "buffers and inverters",
  "port_buffers": 52,
  "crit_path_top_delay_cell": "clkdlybuf4s50_1",
  "yosysTopAreaCell": "mux2i_1",
  "period_used_share": 0.975,
  "finalSetupViolCount": 0,
  "hold_buffers": 0,
  "p_total_w": 0.000180,
  "coreArea_um2": 4720,
  "rows": 25,
  "hold-worst-slack_ps": 2290,
  "dp_hpwl_um": 2940,
  "detail_route.wl_per_cell_um": 12.9,
  "syn_avg_cell_area_um2": 6.20,
  "fp.dieW_um": 90,
  "syn_to_final_growth_pct": 73.9,
  "finalHoldViolCount": 0,
  "flops": 0,
  "gp_congestion": 0.833,
  "fp-utilization": 0.206,
  "power.density_nw_per_um2": 106,
  "top_cell_area_share": 0.113,
  "nClkBuffers": 0,
  "path_class": "in2out",
  "min_period_ps": 3610,
  "yosysMostFrequentCell": "nand2_1",
  "final_antenna_net_count": 0,
  "yosysWarnings": 1,
  "ys_cells": 157,
  "path_max_fanout": 4,
  "relSlewSlack": 0.781,
  "end_kind": "output pin",
  "antenna_found_initial": 0,
  "leakagePower_nw": 0.620,
  "cp_cell_sequence": "clkdlybuf4s50_1 > inv_2 > fa_2 > buf_4 > nand4_4 > nor3_1 > xor2_1 > o221ai_1 > clkdlybuf4s50_1",
  "ys_top_cells_by_count": "21 x nand2_1, 19 x a21oi_1, 13 x o21ai_0, 11 x mux2i_1, 11 x nor2_1",
  "grt_use_total": 0.0830,
  "detail_route.iter0.violations": 75,
  "firstDrtPassIters": 4,
  "drive_gt1_frac": 0.141,
  "postCtsSetupBuffers": 0
}
==> worst paths after layout <==
kind / from / endpoint / slack (ps) / cells after the start
setup / recovery: A[0] / OUT[11] / 90 / 9
hold / removal: A[12] / OUT[12] / 2290 / 5
==> layout make-up <==
cell class | instances | area, µm² | area share
Multi-Input combinational cell | 139 | 940 | 0.555
Timing Repair Buffer | 65 | 636 | 0.375
Inverter | 9 | 33.8 | 0.0200
Tap cell | 67 | 83.8 | 0.0495
==> cell families (layout without fill, tap and decap cells) <==
kind of cell / count (synthesis) / count (layout) / share of synthesized area
buffers and inverters: 18 / 74 / 0.0758
AND/OR/NAND/NOR: 76 / 76 / 0.464
AND-OR/OR-AND: 43 / 43 / 0.246
multiplexers: 13 / 13 / 0.136
adder cells (fa/ha/maj): 2 / 2 / 0.0334
XOR/XNOR: 5 / 5 / 0.0450
==> placed cells by master, fill, tap and decap left out, drive strengths merged, types with 3 or more instances in the layout <==
cell type      netlist  layout
xnor2                3       3
o221ai               4       4
clkdlybuf4s50        0      50
nor3                 5       5
o21ai               16      16
a21oi               19      19
nor2b                9       9
inv                  8       8
nor3b                3       3
nand2               21      21
nand3               10      10
nand4                3       3
nor2                11      11
nor4                 5       5
buf                  6      13
mux2i               11      11
==> power breakdown <==
part,switching [W],leakage (nW),internal [W]
clock,0,0,0
combinational,0.0000737,0.620,0.000107
sequential,0,0,0
total,0.0000737,0.620,0.000107
==> what timing repair did <==
item,4_1_cts,5_1_grt
pin swaps,2,2
resized,3,8
setup endpoints to repair,4,5
gates cloned,0,0
==> per-layer routing <==
metal,track usage,routed length (µm),up-vias
met2,0.133,1670,32
met1,0.118,1730,572
li1,-,-,686
met3,0.0184,213,0
met5,0,0,-
met4,0,0,0
==> metrics by stage <==
stage | instance area [µm²] | TNS (ps) | setup slack, ps
detailed placement | 1650 | -36.7 | -21.4
finish | 1690 | 0 | 91.8
CTS | 1650 | 0 | 28.3
global placement | 1650 | -6.21 | -6.21
floorplan | 973 | 0 | 1050
global route | 1690 | -30.1 | -30.1
No activity file was given, so power comes from the tool's default toggle rates.
